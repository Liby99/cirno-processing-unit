`/design/flow/design.v`:
```
module data_memory #(
  parameter AW=8,   
            DW=8    
) (
  input                 clk,              
  input       [AW-1:0]  MemAdr,  	      
  input                 ReadEn,			  
  input                 WriteEn,	 	  
  input       [DW-1:0]  DatIn, 			  
  output logic[DW-1:0]  DatOut);	  	  
  logic [7:0] core [2**AW]; 	     	  
  always_comb							  
    if (ReadEn) begin
      DatOut = core[MemAdr];
    end else 							  
      DatOut = 8'bZ;			          
  always_ff @ (posedge clk)	              
    if (WriteEn) begin
      core[MemAdr] <= DatIn;
    end
endmodule
```
`/design/flow/run.sh`:
```
#!/bin/bash
# OpenROAD 26Q1-2900-gdf79404cd8, Yosys 0.63+post, stock flow scripts
make -C /OpenROAD-flow-scripts/flow DESIGN_CONFIG=/design/flow/config.mk WORK_HOME=/design/flow/orfs finish
```
`/design/flow/config.mk`:
```
export PLATFORM = sky130hd
export DESIGN_NAME = data_memory
export DESIGN_NICKNAME = data_memory
export VERILOG_FILES = /design/flow/design.v
export SDC_FILE = /design/flow/constraint.sdc
export NUM_CORES = 4
export LEC_CHECK = 1
export CORE_UTILIZATION = 30
```
`/design/flow/constraint.sdc`:
```
current_design data_memory

set clk_period 21.8
set clk_io_pct 0.2

create_clock -name clk0 -period $clk_period [get_ports {clk}]

set non_clock_inputs [all_inputs -no_clocks]
set_input_delay [expr $clk_period * $clk_io_pct] -clock clk0 $non_clock_inputs
set_output_delay [expr $clk_period * $clk_io_pct] -clock clk0 [all_outputs]
```
==> datasheet_impl.txt <==
Summary of implementation characteristics

Parameter                              Value

Final timing
  Tightest slew margin relative to the limit .................. 0.2804
  Worst hold-check slack .................. 3.966 ns
  Number of hold-slack violations in the final timing report .................. 0
  Min Tclk post-route .................. 15.10 ns
  Pins over their slew limit .................. 0
  Highest attainable clock frequency .................. 0.06622 GHz
  Worst-Margin Slew .................. 1.065 ns
  Worst-case setup margin in the final layout .................. 6.700 ns
  Sum of negative setup slack .................. 0 ns
  Setup repair after global routing missed its margin .................. no
  Ratio of final minimum period to clock period .................. 0.6927
  Setup Viol. Count Final .................. 0

Clock tree
  Number of H-tree levels .................. 4
  Number of hold-repair buffers added at the cts stage .................. 0
  Clock input transition at the sequential cells of the worst setup and hold paths .................. 0.06 ns
  Sink count of the clock tree .................. 2,048
  Clock buffers created by TritonCTS .................. 202
  Number of resized instances in the post-cts repair step .................. 0
  TritonCTS clock tree .................. yes
  Buffer cell driving the clock tree root .................. sky130_fd_sc_hd__clkbuf_16
  Clock tree buffer depth .................. 3
  Number of buffers inserted to repair setup after CTS .................. 0

Logic synthesis
  Asr flop ratio synth .................. 0
  Post-synth top flop .................. sky130_fd_sc_hd__edfxtp_1
  Summed instance area of the synthesized netlist .................. 78,330 um2
  Warnings, synthesis .................. 2
  Summed standard-cell area reported by yosys .................. 78,330 um2
  Synthesized area per cell .................. 22.13 um2
  Post-synth EDFFs .................. 2,048
  Total cells reported by yosys after synthesis .................. 3,539
  Synth area leader .................. sky130_fd_sc_hd__edfxtp_1
  Number of cells produced by synthesis .................. 3,539
  Top cells by area .................. sky130_fd_sc_hd__edfxtp_1, sky130_fd_sc_hd__mux4_2, sky130_fd_sc_hd__a22oi_1
  Part of the Yosys area used for sequential elements .................. 0.7851
  Flops & latches, synth .................. 2,048
  Number of unique standard cell types used by synthesis .................. 21
  Area share of the leading cell type in the synthesized netlist .................. 0.7851

Power and ir drop
  Power consumption .................. 8.185 mW
  Reported leakage power .................. 26.69 nW
  Power per cell area .................. 91.24 nW/um2
  Max VDD drop .................. 0.08290 mV

Global routing
  Maximum number of pins on one net before global-route repair .................. 129
  Total congestion overflow after global routing .................. 0
  Wire length of the first global-routing pass .................. 271,900 um
  Via count of the first global-routing pass .................. 40,830
  Total GRT Usage .................. 0.1523
  Initial antenna violation count .................. 9

Finish
  Fin cells .................. 7,258
  Synthesis-to-layout area growth .................. 14.52%
  Proportion of layout cells with a drive suffix above 1 .................. 0.2497
  Leading registers by flop count .................. core: 2048 flops
  Post-Layout Inst Area .................. 89,710 um2
  Fraction of the core area covered by cells at the end of the flow .................. 0.3454
  Top register by number of flip-flops .................. core
  Number of flip-flops in the largest register .................. 2,048

Detailed routing
  DR WL/cell .................. 25.45 um
  Via-to-Cell Ratio .................. 5.030
  Total Routed Length .................. 184,700 um
  Number of DRC markers in iteration 0 .................. 2,439
  Number of remaining DRC errors .................. 0
  Vias after detailed routing .................. 36,510
  Number of detailed-routing iterations run before antenna repair .................. 5
  Antenna-violating nets left .................. 0

Place
  Number of buffer cells added on primary ports .................. 25
  Pre-CTS setup slack .................. 6.410 ns
  Dpl cells .................. 6,890
  Gp weighted congestion .................. 0.8648
  Placed wire-length estimate .................. 109,600 um
  Cell area after placement .................. 83,060 um2

Run
  Max capacitance violation total .................. 0
  Number of logged tool warnings .................. 30

Die
  IO Count .................. 27
  Die Y-Extent .................. 513.0 um
  Chip width .................. 513.0 um
  Core utilization before placement .................. 0.3016
  Core footprint .................. 259,700 um2
  Number of standard-cell rows in the floorplan .................. 187
  Total die size .................. 263,200 um2

Worst hold path
  Worst hold-check path type .................. in2reg

Worst setup path
  Slowest stage cell on the critical path .................. sky130_fd_sc_hd__o41ai_1
  Cell-by-cell trace of the critical path .................. buf_8 -> buf_4 -> buf_4 -> buf_4 -> buf_4 -> mux4_2 -> a22oi_1 -> a21oi_1 -> o41ai_1 -> nand4_1 -> clkdlybuf4s50_1
  Kind of critical path .................. in2out
  Worst Path Max Fanout .................. 52
  Required time of the critical path .................. 17.44 ns
  Number of buffers and inverters on the critical path .................. 6
  CP max stage delay .................. 0.96 ns
  CP endpoint kind .................. output port
  Crit path arrival time .................. 10.74 ns
  CP dominant cell by count .................. sky130_fd_sc_hd__buf_4
  Delay-heaviest family, CP .................. buffers and inverters
  Crit path launch type .................. input port

Run status
  Status .................. complete, no violations
## worst paths after layout
| kind | startpoint | to | slack (ns) | depth (start not counted) |
|---|---|---|---|---|
| hold / removal | DatIn[4] | core[88][4]$_DFFE_PP_ | 3.97 | 1 |
| setup / recovery | MemAdr[0] | DatOut[0] | 6.70 | 11 |
## cells in the final DEF, fill, tap and decap left out, drive strengths merged, types with 7 or more instances in the layout
cell / instances
nand2: 28
a22oi: 256
clkbuf: 243
nor3: 30
bufinv: 27
nor2: 232
clkinv: 84
buf: 166
o41ai: 32
nand3: 13
a21oi: 128
clkdlybuf4s50: 15
inv: 8
nor2b: 7
mux4: 512
nand4: 8
edfxtp: 2048
## routing by layer
metal	track usage	routed length [um]
met1	0.1742	61830
met3	0.1060	27310
met4	0.04101	5742
met5	0.005662	218
met2	0.2331	89610
## cells in the mapped netlist (16+ instances only)
cell type                  instances
sky130_fd_sc_hd__buf_2            36
sky130_fd_sc_hd__clkbuf_1        145
sky130_fd_sc_hd__mux4_2          512
sky130_fd_sc_hd__nor2_1          232
sky130_fd_sc_hd__a22oi_1         256
sky130_fd_sc_hd__buf_4            16
sky130_fd_sc_hd__a21oi_1         128
sky130_fd_sc_hd__nor3_1           30
sky130_fd_sc_hd__buf_1            19
sky130_fd_sc_hd__edfxtp_1       2048
sky130_fd_sc_hd__nand2_1          28
sky130_fd_sc_hd__buf_6            16
sky130_fd_sc_hd__o41ai_1          32
## power by group
group          total (mW)  switching, mW  internal, mW
clock                3.48           1.45          2.04
sequential           4.34        0.00167          4.34
combinational       0.360          0.235         0.125
## logic make-up (layout without fill, tap and decap cells)
kind of cell / Yosys count / after routing / synth area share
AOI/OAI and AO/OA: 416 / 416 / 0.03629
buffers and inverters: 233 / 547 / 0.01404
DFF: 2048 / 2048 / 0.7851
muxes: 512 / 512 / 0.1472
other: 0 / 3 / 0
and+or+nand+nor: 330 / 330 / 0.01736
## layout make-up
type / count / area [um2]
fill: 23590 / 170000
antenna: 3 / 7.507
inverter: 1 / 3.754
multi-input combinational: 1258 / 15780
sequential: 2048 / 61500
tap: 3402 / 4257
timing repair buffer: 181 / 1521
clock inverter: 122 / 1373
clock buffer: 243 / 5273
No activity file was given, so power comes from the tool's default toggle rates.
